`./config.mk`:
```
export PLATFORM = sky130hd
export DESIGN_NAME = regfile
export DESIGN_NICKNAME = regfile
export VERILOG_FILES = /design/flow/design.v
export SDC_FILE = /design/flow/constraint.sdc
export NUM_CORES = 4
export LEC_CHECK = 1
export CORE_UTILIZATION = 40
```
`./constraint.sdc`:
```
current_design regfile

set clk_period 13.7
set clk_io_pct 0.2

create_clock -name clk0 -period $clk_period [get_ports {clock}]

set non_clock_inputs [all_inputs -no_clocks]
set_input_delay [expr $clk_period * $clk_io_pct] -clock clk0 $non_clock_inputs
set_output_delay [expr $clk_period * $clk_io_pct] -clock clk0 [all_outputs]
```
`./design.v`:
```
module decoder(in, enable, d);
input  [3:0] in;
input enable;
output reg [15:0] d;
always@(in, enable) begin
	if(enable) begin
		case(in)
			4'h0: d = 16'h0001;
			4'h1: d = 16'h0002;
			4'h2: d = 16'h0004;
			4'h3: d = 16'h0008;
			4'h4: d = 16'h0010;
			4'h5: d = 16'h0020;
			4'h6: d = 16'h0040;
			4'h7: d = 16'h0080;
			4'h8: d = 16'h0100;
			4'h9: d = 16'h0200;
			4'ha: d = 16'h0400;
			4'hb: d = 16'h0800;
			4'hc: d = 16'h1001;
			4'hd: d = 16'h2000;
			4'he: d = 16'h4000;
			4'hf: d = 16'h8000;
			default: d = 16'h0000;
		endcase
	end
	else d = 16'h0000;
end
endmodule
module mux2to1(A, B, ctrl, out);
	input [15:0] A, B;
	input ctrl;
	output reg[15:0] out;
	always @(A, B, ctrl)
		if(ctrl == 0)
			out = A;
		else
			out = B;
endmodule
module mux4to1(A, B, C, D, ctrl, out);
	input [15:0] A, B, C, D;
	input [1:0] ctrl;
	output[15:0] out;
	wire [15:0] out1, out2;
	mux2to1 M1 (A, B, ctrl[0], out1);
	mux2to1 M2 (C, D, ctrl[0], out2);
	mux2to1 Mout(out1, out2, ctrl[1], out);
endmodule
module mux16to1(R0, R1, R2, R3, R4, R5, R6, R7, R8, R9, R10, R11, R12, R13, R14, R15, ctrl, out);
	input [15:0] R0, R1, R2, R3, R4, R5, R6, R7, R8, R9, R10, R11, R12, R13, R14, R15;
	input[3:0] ctrl;
	output[15:0] out;
	wire[15:0] a, b, c, d;
	mux4to1 M1 (R0, R1, R2, R3, ctrl[1:0], a);
	mux4to1 M2 (R4, R5, R6, R7, ctrl[1:0], b);
	mux4to1 M3 (R8, R9, R10, R11, ctrl[1:0], c);
	mux4to1 M4 (R12, R13, R14, R15, ctrl[1:0], d);
	mux4to1 Mout (a, b, c, d, ctrl[3:2], out);
endmodule
module IR_Register(incomingdata, outgoingdata, IREnable, clk);
output reg[15:0] outgoingdata;
input[15:0] incomingdata;
input clk,IREnable;
always @( posedge clk )
	begin
		if(IREnable)
			outgoingdata <= incomingdata;
		else
			outgoingdata <= outgoingdata;
	end
endmodule
module Register(in, wEnable, clk, r, reset);
	 input [15:0] in;
	 input clk, wEnable, reset;
	 output reg [15:0] r;
 always @( posedge clk )
	begin
		if(reset) r <= 16'h0000;
		else 
		begin
			if (wEnable)
			begin
				r <= in;
			end
			else
			begin
				r <= r;
			end
		end
	end
endmodule
module regfile(readA, readB, selectA, selectB, writeValue, writeSelect, writeEnable, clock, reset,r14,r15);
output [15:0] readA, readB;
output [15:0] r14, r15;
input[15:0] writeValue;
input writeEnable, reset;
input[3:0] writeSelect, selectA, selectB;
input clock;
wire [15:0] regEnable, r0, r1, r2, r3, r4, r5, r6, r7, r8, r9, r10, r11, r12, r13;
decoder decoder0(writeSelect, writeEnable, regEnable);
Register Inst0(writeValue, regEnable[0], clock, r0, reset);
Register Inst1(writeValue, regEnable[1], clock, r1, reset);
Register Inst2(writeValue, regEnable[2], clock, r2, reset);
Register Inst3(writeValue, regEnable[3], clock, r3, reset);
Register Inst4(writeValue, regEnable[4], clock, r4, reset);
Register Inst5(writeValue, regEnable[5], clock, r5, reset);
Register Inst6(writeValue, regEnable[6], clock, r6, reset);
Register Inst7(writeValue, regEnable[7], clock, r7, reset);
Register Inst8(writeValue, regEnable[8], clock, r8, reset);
Register Inst9(writeValue, regEnable[9], clock, r9, reset);
Register Inst10(writeValue, regEnable[10], clock, r10, reset);
Register Inst11(writeValue, regEnable[11], clock, r11, reset);
Register Inst12(writeValue, regEnable[12], clock, r12, reset);
Register Inst13(writeValue, regEnable[13], clock, r13, reset);
Register Inst14(writeValue, regEnable[14], clock, r14, reset);
Register Inst15(writeValue, regEnable[15], clock, r15, reset); 
mux16to1 muxA(r0, r1, r2, r3, r4, r5, r6, r7, r8, r9, r10, r11, r12, r13, r14, r15, selectA, readA);
mux16to1 muxB(r0, r1, r2, r3, r4, r5, r6, r7, r8, r9, r10, r11, r12, r13, r14, r15, selectB, readB);
endmodule
```
`./run.sh`:
```
#!/bin/bash
# OpenROAD 26Q1-2900-gdf79404cd8, Yosys 0.63+post, stock flow scripts
make -C /OpenROAD-flow-scripts/flow DESIGN_CONFIG=/design/flow/config.mk WORK_HOME=/design/flow/orfs finish
```
==> flow_metrics.tcl <==
# collected from the flow reports
set metrics [dict create \
    reg2reg_from "Inst14.r[14]" \
    fmax_ghz 0.1215 \
    ys_seq_elements 256 \
    yosys_warnings 3 \
    ys_seq_share_pct 37.62 \
    num-fill-cells 3099 \
    fin_area_um2 15450 \
    pwr_density_cell_nw_per_um2 113.8 \
    routed_wl_mm 50.27 \
    grt_pass1_vias 11970 \
    setup.worst_path.start "selectA[0]" \
    path_class "input port to output port" \
    cts_root_buf "clkbuf_16" \
    hp-class "flop to flop" \
    port_buffers 94 \
    final_hold_viol_count 0 \
    cts_resized 0 \
    path_max_fanout 38 \
    setup_viol 0 \
    place.gp.congestion 0.8929 \
    min_from "Inst10.r[7]" \
    cts_tree "yes" \
    core_area_um2 33530 \
    netlist.top_cell.by_area "dfxtp_1" \
    syn2layout_area_growth_pct 13.43 \
    yosys_cells 1487 \
    syn_inst 1487 \
    firstDrtPassIters 8 \
    cts_setup_buffers 0 \
    num_vias 12520 \
    whs_ns 0.4865 \
    synth-area-yosys_um2 13620 \
    fin_worst_skew_ns 0 \
    required_ns 10.96 \
    cts_num_sinks 256 \
    rsz0062_at_grt "false" \
    area_leaders "dfxtp_1 38%, mux4_2 21%, nand3_1 9.4%" \
    synth-edff-count 0 \
    ant_nets 0 \
    drt-initial-drc-count 1339 \
    postCtsHoldBufs 0 \
    final_max_slew_viol_count 0 \
    vdd_drop_max_v 0.00007475 \
    setup_tns_ns 0 \
    clockBufferDepth 3 \
    synthDistinctLibCells 26 \
    io_pins 95 \
    warning_count 27 \
    synthFlopType "dfxtp_1" \
    row_count 67 \
    yosysTopAreaCellShare_pct 37.62 \
    crit_arrival_ns 5.49 \
    drive_gt1_share_pct 15.89 \
    vias_per_cell 6.556 \
    antenna_found_initial 4 \
    grt_pass1_wl_mm 76.41 \
    die_x_um 186.5 \
    routedWlPerCell_um 26.32 \
    drv_cap 0 \
    place_area_um2 14460 \
    async_reset_ff_share_pct 0 \
    grt_util_all_layers_pct 30.01 \
    crit_path_end_kind "output port" \
    crit_path_start_kind "input port" \
    grt_max_degree 107 \
    grt-ovfl-total 0 \
    finalCritPeriodShare_pct 60.07 \
    slew_headroom_pct 41.84 \
    cts_buffers 29 \
    ys_top_cells_by_count "257 x nand3_1, 256 x a21oi_1, 256 x dfxtp_1" \
    drc 0 \
    clk_pin_slew_ns 0.06 \
    max_slew.worst_pin.slew_ns 0.8724 \
    status "completed" \
    chip_area_um2 34800 \
    syn_area_per_cell_um2 9.161 \
    fp_util_pct 40.63 \
    fp.dieH_um 186.5 \
    clock_latency_ns 0.54 \
    power_leakage_nw 4.795 \
    htreeDepth 1 \
    fin_crit_ns 8.230 \
    most_common_cell "nand3_1" \
    syn_area_um2 13620 \
    place_hpwl_mm 28.62 \
]
## cells by family (layout without fill, tap and decap cells)
| logic type | after synthesis | count (layout) | synth area share (%) |
|---|---|---|---|
| xor+xnor | 2 | 2 | 0.1286 |
| simple gates | 312 | 312 | 11.39 |
| flops | 256 | 256 | 37.62 |
| buf+inv | 213 | 186 | 7.366 |
| other cells | 0 | 2 | 0 |
| mux | 128 | 128 | 21.16 |
| compound gates | 576 | 576 | 22.34 |
## metrics by stage
stage          cells  worst slack (ns)  total power, mW  util [%]
3_3_place_gp    1857             5.508           0.9564     43.13
2_1_floorplan   1487             7.165           0.8936         -
5_1_grt         1910             5.294            1.809     46.08
6_report        1910             5.470            1.758     46.08
4_1_cts         1908             5.474            1.759     46.07
3_5_place_dp    1857             5.480           0.9579     43.13
## critical path, cell delays in order
cell             delay (ns)
buf_4                  0.60
buf_4                  0.60
mux4_2                 0.58
a22oi_1                0.33
nand2_1                0.17
clkdlybuf4s50_1        0.43
## cell type report
cell class | count | area (um2) | area share, %
diodes | 2 | 5.005 | 0.03239
clock buffers | 40 | 827.0 | 5.352
clock inverters | 11 | 157.7 | 1.020
multi-input cells | 1018 | 7537 | 48.78
flip-flops and latches | 256 | 5125 | 33.17
well taps | 448 | 560.5 | 3.628
repair buffers | 135 | 1240 | 8.024
## cell usage in the layout, fill, tap and decap left out, types with 2 or more instances in the layout
master           instances
a21oi_1                256
a22oi_1                 64
and2_1                   2
and3b_2                  2
buf_4                   45
bufinv_16                4
clkbuf_1                 5
clkbuf_16               29
clkbuf_8                 6
clkdlybuf4s50_1         89
clkinv_2                 6
dfxtp_1                256
diode_2                  2
mux4_2                 128
nand2_1                 33
nand2b_2                 2
nand3_1                256
nand3b_1                 2
nor2_1                   2
nor2b_1                  4
nor2b_4                  2
o21ai_0                246
o21ai_1                 10
## metal layers
layer  track usage [%]  wire length [um]  up-vias
met3             12.87              6298      107
met5            0.1374                11        -
met4             11.32              2226        2
met1             40.37             18640     6222
li1                  -                 -     5497
met2             44.20             23090      694
## final timing paths
path                            cells past startpoint  slack [ns]      endpoint
worst min-delay path                                2        0.49   Inst10.r[7]
worst max register to register                      2       12.81  Inst14.r[14]
worst min register to register                      2        0.49   Inst10.r[7]
worst max-delay path                                6        5.47     readA[10]
## where the power goes
group          internal (mW)  total (mW)  switching (mW)  leakage (nW)
logic                 0.0536       0.183           0.129          2.24
clock network          0.493       0.813           0.320         0.487
registers              0.755       0.762         0.00774          2.07
total                   1.30        1.76           0.457          4.79
## registers in the layout (all words and copies together), names as in the netlist
signal,flops
Inst15.r,16
Inst14.r,16
Inst4.r,16
Inst8.r,16
Inst2.r,16
Inst3.r,16
Inst1.r,16
Inst6.r,16
Inst12.r,16
Inst5.r,16
Inst13.r,16
Inst7.r,16
Inst10.r,16
Inst11.r,16
Inst0.r,16
Inst9.r,16
Power figures rest on the tool's default switching activity, not on a simulated workload.
