**./run.sh**
```bash
#!/bin/bash
# OpenROAD 26Q1-2900-gdf79404cd8, Yosys 0.63+post, stock flow scripts
make -C /OpenROAD-flow-scripts/flow DESIGN_CONFIG=/design/flow/config.mk WORK_HOME=/design/flow/orfs finish
```
**./config.mk**
```make
export PLATFORM = sky130hd
export DESIGN_NAME = bitgen
export DESIGN_NICKNAME = bitgen
export VERILOG_FILES = /design/flow/design.v
export SDC_FILE = /design/flow/constraint.sdc
export NUM_CORES = 4
export LEC_CHECK = 1
export CORE_UTILIZATION = 30
```
**./constraint.sdc**
```tcl
current_design bitgen

set clk_period 7.0
set clk_io_pct 0.2

create_clock -name clk0 -period $clk_period

set non_clock_inputs [all_inputs -no_clocks]
set_input_delay [expr $clk_period * $clk_io_pct] -clock clk0 $non_clock_inputs
set_output_delay [expr $clk_period * $clk_io_pct] -clock clk0 [all_outputs]
```
**./design.v**
```verilog
module bitgen (
	input bright, 
	input [9:0] hcount, vcount,
	input [0:6] p1, p2,
	output [23:0] rgb
);
assign rgb = {r,g,b};
reg [7:0] r, g, b;
wire [9:0] x_pos, y_pos;
assign x_pos = hcount - 10'd158;
assign y_pos = vcount; 
always @(bright, x_pos, y_pos, p1, p2) begin
	{r,g,b} = 0;
	if (bright) begin
		if (x_pos >= 315 && x_pos < 325 && y_pos >= 75 || x_pos >= 0 && x_pos < 10 || 
			 x_pos >= 630 && x_pos < 640 || y_pos >= 0 && y_pos < 10 || 
			 y_pos >= 470 && y_pos < 480 || y_pos >= 75 && y_pos < 85)
			r = 8'd0;
		else if (y_pos >= 160 && y_pos < 165 && 
				  (x_pos >= 40 && x_pos < 285 || x_pos >= 355 && x_pos < 600))
			r = 8'd0;
		else if ( x_pos >= 250 && x_pos < 260 && y_pos >= 25 && y_pos < 70 || x_pos >= 260 && x_pos < 280 &&
					 (y_pos >= 25 && y_pos < 35 || y_pos >= 40 && y_pos < 50) || x_pos >= 270 && x_pos < 280 &&
					  y_pos >= 35 && y_pos < 40 ||
					  (x_pos >= 290 && x_pos < 300 || x_pos >= 310 && x_pos < 320) && y_pos >= 35 && y_pos < 70 ||
					  x_pos >= 300 && x_pos < 310 && (y_pos >= 35 && y_pos < 45 || y_pos >= 60 && y_pos < 70) ||
					  x_pos >= 330 && x_pos < 340 && y_pos >= 35 && y_pos < 70 || x_pos >= 340 && x_pos < 360 &&
					  y_pos >= 35 && y_pos < 45 || x_pos >= 350 && x_pos < 360 && y_pos >= 45 && y_pos < 70 ||
					  x_pos >= 370 && x_pos < 380 && y_pos >= 35 && y_pos < 70 || x_pos >= 380 && x_pos < 400 &&
					  (y_pos >= 35 && y_pos < 45 || y_pos >= 60 && y_pos < 70) || x_pos >= 387 && x_pos < 403 && 
					  y_pos >= 50 && y_pos < 55 || x_pos >= 390 && x_pos < 400 && y_pos >= 55 && y_pos < 70	
					  )
			r = 8'd0;
		else if(x_pos >= 115 && x_pos < 125 && y_pos >= 100 && y_pos < 155 ||
				  x_pos >= 125 && x_pos < 155 && (y_pos >= 100 && y_pos < 110 ||
				  y_pos >= 125 && y_pos < 135) || x_pos >= 145 && x_pos < 155 && 
				  y_pos >= 110 && y_pos < 125 || x_pos >= 175 && x_pos < 185 &&
				  y_pos >= 100 && y_pos < 155)
			r = 8'd0;
		else if(x_pos >= 435 && x_pos < 445 && y_pos >= 100 && y_pos < 155 ||
				  x_pos >= 445 && x_pos < 475 && (y_pos >= 100 && y_pos < 110 ||
				  y_pos >= 125 && y_pos < 135) || x_pos >= 465 && x_pos < 475 && 
				  y_pos >= 110 && y_pos < 125 || x_pos >= 495 && x_pos < 535 &&
				  y_pos >= 100 && y_pos < 110 || x_pos >= 525 && x_pos < 535 && 
				  y_pos >= 110 && y_pos < 133 || x_pos >= 495 && x_pos < 525 &&
				  y_pos >= 123 && y_pos < 133 || x_pos >= 495 && x_pos < 505 &&
				  y_pos >= 133 && y_pos < 145 || x_pos >= 495 && x_pos < 535 && 
				  y_pos >= 145 && y_pos < 155)
			r = 8'd0;
		else if (x_pos >= 115 && x_pos < 210 && y_pos >= 187 && y_pos < 200) begin
			if(p1[0])
				r = 8'd255;
			else begin
				r = 8'd210;
				b = 8'd210;
				g = 8'd210;
			end
		end
		else if (x_pos >= 215 && x_pos < 225 && y_pos >= 195 && y_pos < 300) begin
			if(p1[1])
				r = 8'd255;
			else begin
				r = 8'd210;
				b = 8'd210;
				g = 8'd210;
			end
		end
		else if (x_pos >= 215 && x_pos < 225 && y_pos >= 315 && y_pos < 420) begin
			if(p1[2])
				r = 8'd255;
			else begin
				r = 8'd210;
				b = 8'd210;
				g = 8'd210;
			end
		end
		else if (x_pos >= 115 && x_pos < 210 && y_pos >= 415 && y_pos < 428) begin
			if(p1[3])
				r = 8'd255;
			else begin
				r = 8'd210;
				b = 8'd210;
				g = 8'd210;
			end
		end
		else if (x_pos >= 100 && x_pos < 110 && y_pos >= 315 && y_pos < 420) begin 
			if(p1[4])
				r = 8'd255;
			else begin
				r = 8'd210;
				b = 8'd210;
				g = 8'd210;
			end
		end
		else if (x_pos >= 100 && x_pos < 110 && y_pos >= 195 && y_pos < 300) begin 
			if(p1[5])
				r = 8'd255;
			else begin
				r = 8'd210;
				b = 8'd210;
				g = 8'd210;
			end
		end
		else if (x_pos >= 115 && x_pos < 210 && y_pos >= 301 && y_pos < 314) begin
			if(p1[6])
				r = 8'd255;
			else begin
				r = 8'd210;
				b = 8'd210;
				g = 8'd210;
			end
		end
		else if (x_pos >= 435 && x_pos < 530 && y_pos >= 187 && y_pos < 200) begin
			if(p2[0])
				r = 8'd255;
			else begin
				r = 8'd210;
				b = 8'd210;
				g = 8'd210;
			end
		end
		else if (x_pos >= 535 && x_pos < 545 && y_pos >= 195 && y_pos < 300) begin
			if(p2[1])
				r = 8'd255;
			else begin
				r = 8'd210;
				b = 8'd210;
				g = 8'd210;
			end
		end
		else if (x_pos >= 535 && x_pos < 545 && y_pos >= 315 && y_pos < 420) begin
			if(p2[2])
				r = 8'd255;
			else begin
				r = 8'd210;
				b = 8'd210;
				g = 8'd210;
			end
		end
		else if (x_pos >= 435 && x_pos < 530 && y_pos >= 415 && y_pos < 428) begin
			if(p2[3])
				r = 8'd255;
			else begin
				r = 8'd210;
				b = 8'd210;
				g = 8'd210;
			end
		end
		else if (x_pos >= 420 && x_pos < 430 && y_pos >= 315 && y_pos < 420) begin
			if(p2[4])
				r = 8'd255;
			else begin
				r = 8'd210;
				b = 8'd210;
				g = 8'd210;
			end
		end
		else if (x_pos >= 420 && x_pos < 430 && y_pos >= 195 && y_pos < 300) begin
			if(p2[5])
				r = 8'd255;
			else begin
				r = 8'd210;
				b = 8'd210;
				g = 8'd210;
			end
		end
		else if (x_pos >= 435 && x_pos < 530 && y_pos >= 301 && y_pos < 314) begin
			if(p2[6])
				r = 8'd255;
			else begin
				r = 8'd210;
				b = 8'd210;
				g = 8'd210;
			end
		end
		else begin
			r = 8'd210;
			b = 8'd210;
			g = 8'd210;
		end
	end
end
endmodule
```
==> impl_metrics.ini <==
; physical design summary
[critical_path]
crit_chain = clkdlybuf4s50_1 -> buf_4 -> inv_1 -> ha_1 -> a211oi_1 -> a21oi_1 -> a211oi_1 -> nor3_1 -> a221o_1 -> a221o_1 -> o21ai_1 -> nor2b_1 -> clkdlybuf4s50_1
path_buffers = 4
crit_required_ns = 5.60
critPathLaunchType = primary input
crit_fanout = 15
critPathCaptureType = output port
critPathArrivalTime_ns = 5.32
crit_type = in2out
critPathTopFamily = AND-OR/OR-AND gates
cp_slowest_cell = clkdlybuf4s50_1
critPathMaxStageDelay_ns = 0.51

[synthesis]
ys_seq_frac = 0
synth_stat.cells = 457
top_area_frac = 0.06966
avgSynthCellArea_um2 = 6.289
synth.distinct_cells = 78
ys_sh_simple = 0.3561
yosysWarnings = 1
top_logic_kind = AND-OR/OR-AND gates
synth_area_um2 = 2874
syn-instance-count = 457
synth_top_cell_by_area = a21oi_1
xor_share = 0.03918
synthAoiAreaFrac = 0.4401
adder_share = 0.01306
synthTopCellsByArea = a21oi_1, buf_4, nand2_1, nor2_1, o21ai_0
mux_area_frac = 0.007401
ys_chip_area_um2 = 2874

[cells_and_area]
fin_cells = 603
area_growth_pct = 17.54
clock_buffers = 0
layout_top_cell = clkdlybuf4s50_1
drive_gt1_frac = 0.09072
fin_util = 0.3656
mostFrequentLayoutCells = clkdlybuf4s50_1, a21oi_1, nand2_1
design_area_um2 = 3378
ff_count = 0
seq_area_um2 = 0

[power]
internal-power_uw = 85.93
pwr-share-comb = 1.000
sw_frac_of_total = 0.5919
p_per_area_nw_per_um2 = 62.33
p_total_uw = 210.6
seqPwrFrac = 0
clkPwrFrac = 0
p_leak_nw = 1.133
switchingPower_uw = 124.6
peakVddDrop_uv = 37.81

[global_routing]
grt_pass1_wl_um = 16810
grt_antenna_before_repair = 0
grt_max_degree = 25
grtUsageTotal = 0.2084
grt_pass1_vias = 3275
overflow = 0

[cts]
postCtsHoldBufs = 0
cts-resized-gates = 0
cts_setup_buffers = 0

[route]
wl_per_cell_um = 17.35
initialDrtViolationCount = 296
drc_errors = 0
dr.pass1.iters = 5
drtAntennaViolNets = 0
vias = 3685
vias_per_cell = 6.111
routed_wl_um = 10460
n_antenna_cell = 0

[timing]
timing.final.crit_share = 0.9597
drv_slew = 0
tightest_slew_ns = 0.7230
finalHoldViolations = 0
finalSetupViolations = 0
slew_headroom = 0.5165
clock.fmax_mhz = 148.9
fin_setup_tns_ns = 0
rsz0062_at_grt = false
fin_crit_ns = 6.718

[floorplanning]
floorplan.initialDensity = 0.3110
fp.coreArea_um2 = 9240
die_h_um = 99.88
fp-row-count = 35
chipArea_um2 = 9975
die_width_um = 99.88
ios = 59

[placement]
portBuffers = 51
placed_cell_area_um2 = 3373
place_hpwl_um = 8188
gp_congestion = 0.9945
dp.cells = 603

[job]
maxCapViolCount = 0
warning_count = 34

[worst_hold_path]
hold_class = in2out

[run_status]
status = completed
## power by group through the flow
stage	sequential (mW)	clock, mW	combinational (mW)
6_report	0	0	0.211
5_1_grt	0	0	0.229
4_1_cts	0	0	0.206
## cells by family after synthesis
group | Yosys count
mux | 2
other cells | 1
fa+ha+maj | 3
xor+xnor | 12
compound gates | 173
buf+inv | 75
simple gates | 191
## synthesized netlist by cell type, drive strengths merged (4+ instances only)
master and number:
nand2b 15, nor2 36, a32o 4, nand3 17, a311oi 4, or4 8
a21oi 40, nor4 10, a41oi 7, nor3 24, nor2b 7, a31oi 8
a2111oi 4, o211ai 5, a221oi 4, nand4 7, buf 38, o22ai 7
clkbuf 22, and3 6, a21o 6, a211oi 14, o21bai 4, inv 15
nand3b 4, o21ai 29, nand2 38, xnor2 9
## path summary, 6_finish.rpt
check                  from      end  slack, ns  depth (start not counted)
hold / removal        p2[0]  rgb[19]       4.02                          6
setup / recovery  hcount[2]  rgb[16]       0.28                         13
## cell type report
cell class,instances,area [µm²]
fill,978,5862
inverter,15,56.30
multi-input combinational,389,2495
tap,129,161.4
timing repair buffer,70,665.6
## metrics by stage
stage	hold WS, ns	worst slack, ns
final	4.023	0.2824
after global routing	4.113	0.06879
after CTS	4.020	0.2268
after detailed placement	4.019	0.2483
after global placement	4.030	0.2855
after floorplan	3.128	1.512
## layer usage
metal	wire length [µm]	up-vias	global-route usage
met5	0	-	0
met2	4632	194	0.3300
li1	-	1773	-
met3	748	17	0.01133
met1	4904	1701	0.3153
met4	176	0	0.03620
Power figures rest on the tool's default switching activity, not on a simulated workload.
